[run.sh]
#!/bin/bash
# OpenROAD 26Q1-2900-gdf79404cd8, Yosys 0.63+post, stock flow scripts
make -C /OpenROAD-flow-scripts/flow DESIGN_CONFIG=/design/flow/config.mk WORK_HOME=/design/flow/orfs finish
[config.mk]
export PLATFORM = sky130hd
export DESIGN_NAME = single_ram_asyn
export DESIGN_NICKNAME = single_ram_asyn
export VERILOG_FILES = /design/flow/design.v
export SDC_FILE = /design/flow/constraint.sdc
export NUM_CORES = 4
export LEC_CHECK = 1
export CORE_UTILIZATION = 40
[constraint.sdc]
current_design single_ram_asyn

set clk_period 26.7
set clk_io_pct 0.2

create_clock -name clk0 -period $clk_period [get_ports {clk}]

set non_clock_inputs [all_inputs -no_clocks]
set_input_delay [expr $clk_period * $clk_io_pct] -clock clk0 $non_clock_inputs
set_output_delay [expr $clk_period * $clk_io_pct] -clock clk0 [all_outputs]
[design.v]
`timescale 1ns / 1ps
module single_ram_asyn(
    clk, address, we, data
);
parameter DATA_WIDTH = 8;
parameter ADDRESS_WIDTH = 8;
parameter RAM_DEPTH = 1 << ADDRESS_WIDTH;
input clk;
input [ADDRESS_WIDTH-1:0] address;
input we;
inout [DATA_WIDTH-1:0] data;
reg [DATA_WIDTH-1:0] data_out;
reg [DATA_WIDTH-1:0] mem [0:RAM_DEPTH-1];
assign data = (!we) ? data_out : 8'dz;
always @(posedge clk) begin
    if(we == 1) begin
        mem[address] <= data;
    end
end
always @(we or address ) begin
    if(we == 0) begin
        data_out <= mem[address];
    end
end
endmodule  
==> flow_metrics.py <==
# Auto-generated metrics
metrics = {
    "place": {
        "routability_congestion_estimate_from_global_placement": 0.8959,
        "port_buffers": 9,
        "detail_placement_hpwl_microns": 108000,
        "placed_cells_incl_taps": 6098,
    },
    "clocking": {
        "ctsHtreeMaxLevel": 4,
        "clk_root_buffer_cell": "sky130_fd_sc_hd__clkbuf_16",
        "cts_inserted_buffers": 199,
        "postCtsSetupBuffers": 0,
        "cts-hold-fix-buffers": 0,
        "cts_resized": 0,
        "max_root_sink_buffers": 3,
    },
    "yosys": {
        "synth_area_per_cell_sq_um": 22.12,
        "enable_flop_cells": 2048,
        "yosys.area_share.adder_pct": 0,
        "ys_area_sq_mm": 0.07845,
        "synth_dominant_cell_count": "sky130_fd_sc_hd__edfxtp_1",
        "synthArstFlopShare_pct": 0,
        "synth_largest_type_area_fraction_pct": 78.39,
        "ys_top_logic_family": "multiplexers",
        "area_leaders": "sky130_fd_sc_hd__edfxtp_1 78%, sky130_fd_sc_hd__mux4_2 15%, sky130_fd_sc_hd__a22oi_1 2.4%, sky130_fd_sc_hd__nor2_1 1.1%, sky130_fd_sc_hd__a21oi_1 0.82%",
        "synth.lib_cells_used.distinct": 22,
        "synth_area_leader_cell": "sky130_fd_sc_hd__edfxtp_1",
        "ys_dominant_reg_cell": "sky130_fd_sc_hd__edfxtp_1",
        "synth_stat.cells": 3547,
        "simple_gate_share_pct": 1.734,
        "synth-xor-area-share_pct": 0,
        "mux_share_pct": 14.70,
        "post_synthesis_cell_count": 3547,
        "netlist_top_cells_count": "2,048 x sky130_fd_sc_hd__edfxtp_1, 512 x sky130_fd_sc_hd__mux4_2, 256 x sky130_fd_sc_hd__a22oi_1, 232 x sky130_fd_sc_hd__nor2_1, 145 x sky130_fd_sc_hd__clkbuf_1",
        "syn-cell-area_sq_mm": 0.07845,
        "compound_area_share_pct": 3.623,
        "synth_flop_count": 2056,
        "yosysWarnings": 2,
    },
    "floorplan": {
        "die-width_microns": 444.9,
        "placementRows": 162,
        "die_height_microns": 444.9,
        "ios": 18,
        "fp_util_pct": 40.28,
    },
    "sta": {
        "unconstrained_endpoints": 16,
        "register_pins_left_without_a_clock": 8,
    },
    "status": {
        "toolErrorMsg": "[error] [KeplerFormal.cpp:679] Workflow failed: Iso has multiple drivers: .data3, place281.X0",
        "haltStage": "clock tree synthesis (4_1_cts)",
        "run_status": "did not finish",
    },
}
==> stage by stage <==
step / total power [mW] / area, sq um / worst slack (ns)
after floorplan: 3.749 / 78450 / 19.14
after global placement: 3.963 / 81990 / 17.08
after detailed placement: 3.947 / 81990 / 16.98
==> kinds of logic after synthesis <==
logic type,count (synthesis)
compound gates,416
latches,8
mux,512
simple gates,330
flops,2048
buf+inv,233
Power figures rest on the tool's default switching activity, not on a simulated workload.
