--- design/flow/run.sh ---
#!/bin/bash
# OpenROAD 26Q1-2900-gdf79404cd8, Yosys 0.63+post, stock flow scripts
make -C /OpenROAD-flow-scripts/flow DESIGN_CONFIG=/design/flow/config.mk WORK_HOME=/design/flow/orfs finish
--- design/flow/config.mk ---
export PLATFORM = sky130hd
export DESIGN_NAME = single_ram_sy
export DESIGN_NICKNAME = single_ram_sy
export VERILOG_FILES = /design/flow/design.v
export SDC_FILE = /design/flow/constraint.sdc
export NUM_CORES = 4
export LEC_CHECK = 1
export CORE_UTILIZATION = 40
--- design/flow/constraint.sdc ---
current_design single_ram_sy

set clk_period 14.7
set clk_io_pct 0.2

create_clock -name clk0 -period $clk_period [get_ports {clk}]

set non_clock_inputs [all_inputs -no_clocks]
set_input_delay [expr $clk_period * $clk_io_pct] -clock clk0 $non_clock_inputs
set_output_delay [expr $clk_period * $clk_io_pct] -clock clk0 [all_outputs]
--- design/flow/design.v ---
module single_ram_sy(
    clk, address, we, data
);
parameter DATA_WIDTH = 8;
parameter ADDRESS_WIDTH = 8;
parameter RAM_DEPTH = 1 << ADDRESS_WIDTH;
input clk;
input [ADDRESS_WIDTH-1:0] address;
input we;
inout [DATA_WIDTH-1:0] data;
reg [DATA_WIDTH-1:0] data_out;
reg [DATA_WIDTH-1:0] mem [0:RAM_DEPTH-1];
assign data = (!we) ? data_out : 8'dz;
always @(posedge clk) begin
    if(we == 1) begin
        mem[address] <= data;
    end
end
always @(posedge clk) begin
    if(we == 0) begin
        data_out <= mem[address];
    end
end
endmodule  
==> metrics.log <==
[report] implementation figures
INFO  metric outcome = stopped before the end
INFO  metric failing_step = 4_1_cts
INFO  metric run.stop_error = [error] [KeplerFormal.cpp:679] Workflow failed: Iso has multiple drivers: .data6, data[6]$_DFFE_PN_.Q0
INFO  metric netlist_top_cells_area = sky130_fd_sc_hd__edfxtp_1 (79%), sky130_fd_sc_hd__mux4_2 (15%), sky130_fd_sc_hd__a22oi_1 (2.4%)
INFO  metric h-tree-depth = 4
INFO  metric place.detailed.instances = 6164
INFO  metric post_cts.repair.setup_buffers = 0
INFO  metric cts.hold.buffers_added = 0
INFO  metric synth.top_cells.by_count = sky130_fd_sc_hd__edfxtp_1 (2056), sky130_fd_sc_hd__mux4_2 (512), sky130_fd_sc_hd__a22oi_1 (256)
INFO  metric enable_flop_cells = 2056
INFO  metric die.size.y = between 400 and 500 um
INFO  metric dpl-instance-area = 82620 um2
INFO  metric fp-row-count = roughly 160
INFO  metric synth_async_sr_flop_share = 0%
INFO  metric synthesis.area_per_instance = approximately 22 um2
INFO  metric netlist_area = between 70000 and 80000 um2
INFO  metric dominant_register_cell = sky130_fd_sc_hd__edfxtp_1
INFO  metric clock_sinks = just over 2000
INFO  metric synth_cell_types = 20
INFO  metric seq_area_frac_synth = about four fifths
INFO  metric finalWeightedCongestion = around 0.86
INFO  metric post-dp-hpwl = approximately 110 mm
INFO  metric floorplan.core_util = 40.28%
INFO  metric synthMostInstantiatedCell = sky130_fd_sc_hd__edfxtp_1
INFO  metric port-buffer-count = 9
INFO  metric tritoncts.num_buffers = around 200
INFO  metric cts-root-to-sink-buffers = 3
INFO  metric synth_warnings = 2
INFO  metric synth-area-yosys = between 70000 and 80000 um2
INFO  metric largest_area_cell = sky130_fd_sc_hd__edfxtp_1
INFO  metric cts_root_buffer = sky130_fd_sc_hd__clkbuf_16
INFO  metric die_x = ~450 um
INFO  metric preCtsSetupSlack = 5.880 ns
INFO  metric post_synth_inst_count = 3545
INFO  metric ios = 18
INFO  metric number_of_synthesized_register_bits = a little over 2000
INFO  metric yosysTopAreaCellShare = between 70% and 80%
INFO  metric ys_cells = 3545
INFO  metric cts_repair_resize_count = 0
[through the flow]
step           hold slack, ns  power (uW)
3_5_place_dp           0.8401        7237
2_1_floorplan          0.8956        6984
3_3_place_gp           0.8511        7328
[cells by family after synthesis]
family                 synth area share, %
DFF                                  78.61
muxes                                14.68
AOI/OAI and AO/OA                    3.620
and+or+nand+nor                      1.733
buffers and inverters                1.349
Power figures rest on the tool's default switching activity, not on a simulated workload.
